**./run.sh**
```bash
#!/bin/bash
# OpenROAD 26Q1-2900-gdf79404cd8, Yosys 0.63+post, stock flow scripts
make -C /OpenROAD-flow-scripts/flow DESIGN_CONFIG=/design/flow/config.mk WORK_HOME=/design/flow/orfs finish
```
**./design.v**
```verilog
module skid_buffer #(
  parameter int DATA_W = 32
) (
  input  logic                 clk,
  input  logic                 rst_n,
  input  logic                 s_valid,
  output logic                 s_ready,
  input  logic [DATA_W-1:0]    s_data,
  input  logic                 s_last,
  output logic                 m_valid,
  input  logic                 m_ready,
  output logic [DATA_W-1:0]    m_data,
  output logic                 m_last
);
  logic               buf_valid;
  logic [DATA_W-1:0]  buf_data;
  logic               buf_last;
  always_comb begin
    m_valid = buf_valid || s_valid;
    m_data  = buf_valid ? buf_data : s_data;
    m_last  = buf_valid ? buf_last : s_last;
  end
  always_comb begin
    s_ready = !buf_valid || m_ready;
  end
  always_ff @(posedge clk or negedge rst_n) begin
    if (!rst_n) begin
      buf_valid <= 1'b0;
      buf_data  <= '0;
      buf_last  <= 1'b0;
    end else begin
      if (buf_valid) begin
        if (m_ready) begin
          if (s_valid) begin
            buf_valid <= 1'b1;
            buf_data  <= s_data;
            buf_last  <= s_last;
          end else begin
            buf_valid <= 1'b0;
          end
        end
      end else begin
        if (s_valid && !m_ready) begin
          buf_valid <= 1'b1;
          buf_data  <= s_data;
          buf_last  <= s_last;
        end
      end
    end
  end
endmodule
```
**./config.mk**
```make
export PLATFORM = sky130hd
export DESIGN_NAME = skid_buffer
export DESIGN_NICKNAME = skid_buffer
export VERILOG_FILES = /design/flow/design.v
export SDC_FILE = /design/flow/constraint.sdc
export NUM_CORES = 4
export LEC_CHECK = 1
export CORE_UTILIZATION = 30
```
**./constraint.sdc**
```tcl
current_design skid_buffer

set clk_period 3.4
set clk_io_pct 0.2

create_clock -name clk0 -period $clk_period [get_ports {clk}]

set non_clock_inputs [all_inputs -no_clocks]
set_input_delay [expr $clk_period * $clk_io_pct] -clock clk0 $non_clock_inputs
set_output_delay [expr $clk_period * $clk_io_pct] -clock clk0 [all_outputs]
```
==> results.md <==
| Group | Result | Reported |
|:---|:---|:---|
| hold path | Type of the most critical hold path | in2async |
| timing | Minimum clock period after layout | 2.54 ns |
| route | Remaining routing DRC violations | 0 |
| setup path | Type of origin of the critical path | primary input |
| global routing | Largest net degree at the start of global routing | 35 |
| cts | Clock latency on the worst-skew pair | 0.28 ns |
| cts | Number of gates resized after cts | 0 |
| placement | HPWL Detailed | 2180 microns |
| global routing | First-pass GRT wire length | 5520 microns |
| cts | Total clock sinks | 34 |
| setup path | Largest fanout of any net on the critical path | 3 |
| yosys | Chip area from the yosys synthesis statistics | 1820 sq um |
| layout | Synth-to-layout area growth | 46.3% |
| timing | Part of the cycle the worst path needs | 74.8% |
| placement | Gp weighted congestion | 0.659 |
| timing | Slew Viols, Final | 0 |
| route | Total vias in the final route | 1145 |
| timing | Final setup skew | 0.00324 ns |
| yosys | FF+latch count, synth | 34 |
| yosys | Number of cells in Yosys stat | 113 |
| timing | Final count of hold timing violations | 0 |
| timing | Max Clk Rate | 393 MHz |
| yosys | Number of instances in the synthesized netlist | 113 |
| cts | H-tree levels | 2 |
| timing | Setup repair after global routing missed its margin | no |
| setup path | WP data required | 2.72 ns |
| route | Number of DRC violations after detailed-routing iteration 0 | 37 |
| yosys | Number of warning messages in the yosys log | 1 |
| floorplanning | Die area | 6380 sq um |
| global routing | Antenna violations before repair | 0 |
| flow run | Max-cap violation count | 0 |
| layout | Logic cell area | 905 sq um |
| floorplanning | Row count | 27 |
| floorplanning | DIE HEIGHT | 79.9 microns |
| floorplanning | Core ar. | 5680 sq um |
| global routing | Gr usage total | 11.1% |
| route | Ratio of routed vias to standard cells | 4.42 |
| timing | Relative slew slack | 50.8% |
| route | Detailed Routing Iterations Pass 1 | 2 |
| cts | Register clock-pin slew on the reported worst setup and hold paths | 0.07 ns |
| layout | Count of non-filler cells in the finished layout | 259 |
| floorplanning | Initial Utilization | 32.1% |
| layout | Layout filler cell count | 489 |
| yosys | Mapped cell area | 1820 sq um |
| cts | Clock buffer count from CTS | 5 |
| yosys | Fraction of the yosys area taken by sequential cells | 46.8% |
| flow run | Warning total across the stage logs | 25 |
| placement | Instance count after placement with tap cells included | 251 |
| global routing | Number of global-route vias before repair | 1175 |
| timing | Final setup TNS | 0 ns |
| setup path | Slack of the worst reg-to-reg path | 1.46 ns |
| layout | Fraction of layout instances using a drive strength above 1 | 42.2% |
| global routing | Global route total overflow | 0 |
| route | # diodes | 0 |
| layout | Footprint of the flip-flops and latches | 851 sq um |
| placement | Count of buffers inserted at the top-level ports | 71 |
| status | Run status | finished, final reports clean |
| timing | Worst slack on hold paths | 0.462 ns |
| pwr | Pwr/cell area | 466 nW/um^2 |
| floorplanning | Number of ports placed on the die boundary | 72 |
| cts | CTS tree | built |
| pwr | Worst-case vdd ir drop | 0.193 mV |
| floorplanning | Die Width | 79.9 microns |
| setup path | Data arrival time of the critical path | 1.86 ns |
| yosys | Unique cell type count in the Yosys netlist | 11 |
| cts | Clk Tree Root Cell | sky130_fd_sc_hd__clkbuf_8 |
| cts | Buffer levels on the longest clock path | 2 |
| route | Average wire per cell in the routed design | 13.0 microns |
| pwr | Pleak | 0.00116 uW |
| cts | Post-CTS setup-driven buffer insertion count | 0 |
| route | ANT nets after route | 0 |
| setup path | Critical path type | in2out |
| yosys | Post-Syn Area per Cell | 16.1 sq um |
| timing | Slew @ Worst Pin | 0.738 ns |
| timing | Final count of negative-setup-slack endpoints | 0 |
| cts | Cts hold-fix bufs | 0 |
| setup path | Worst setup EP type | output pin |
| route | Final wirelength | 3360 microns |
| layout | End-of-flow core utilization | 46.9% |
==> through the flow <==
| stage | total power [uW] | instance area, sq um | setup WS [ns] |
|---|---|---|---|
| after global placement | 945 | 2570 | 0.863 |
| after CTS | 1260 | 2660 | 0.851 |
| after global routing | 1320 | 2660 | 0.812 |
| after detailed placement | 945 | 2570 | 0.836 |
| after floorplan | 736 | 1820 | 1.75 |
| final | 1240 | 2660 | 0.856 |
==> critical path, stage by stage <==
cell	delay [ns]
sky130_fd_sc_hd__clkdlybuf4s50_1	0.48
sky130_fd_sc_hd__or2_2	0.30
sky130_fd_sc_hd__clkdlybuf4s50_1	0.40
==> cells in the final DEF, fill, tap and decap left out <==
cell type,Yosys,layout
sky130_fd_sc_hd__maj3_1,1,1
sky130_fd_sc_hd__nand3_4,1,1
sky130_fd_sc_hd__clkinv_2,0,1
sky130_fd_sc_hd__nand2b_2,1,1
sky130_fd_sc_hd__dfrtp_1,34,34
sky130_fd_sc_hd__mux2_2,36,36
sky130_fd_sc_hd__or2_2,1,1
sky130_fd_sc_hd__clkbuf_8,0,6
sky130_fd_sc_hd__clkdlybuf4s50_1,0,70
sky130_fd_sc_hd__buf_2,3,1
sky130_fd_sc_hd__inv_1,1,1
sky130_fd_sc_hd__buf_4,0,2
sky130_fd_sc_hd__clkbuf_1,0,1
sky130_fd_sc_hd__nand2b_1,1,1
sky130_fd_sc_hd__mux2_4,30,30
==> final timing paths <==
| path | startpoint | end | depth (start not counted) |
|---|---|---|---|
| min reg2reg | buf_data[29]$_DFFE_PN0P_ | buf_data[29]$_DFFE_PN0P_ | 1 |
| min | rst_n | buf_data[13]$_DFFE_PN0P_ | 1 |
| max in group asynchronous | rst_n | buf_data[20]$_DFFE_PN0P_ | 1 |
| min in group clk0 | buf_data[29]$_DFFE_PN0P_ | buf_data[29]$_DFFE_PN0P_ | 1 |
| max reg2reg | buf_valid$_DFF_PN0_ | buf_data[29]$_DFFE_PN0P_ | 4 |
| max | s_valid | m_valid | 3 |
==> per-layer routing <==
layer / part of all wire, % / vias to the layer above / GRT usage [%] / wire, microns
met1: 53 / 524 / 18.0 / 1770
met5: 0 / - / 0 / 0
met4: 1.3 / 0 / 1.43 / 44
met2: 37 / 56 / 14.9 / 1240
li1: - / 558 / - / -
met3: 8.9 / 7 / 3.71 / 299
==> report_power, final <==
| part | total, uW | switching [uW] | internal (uW) |
|---|---|---|---|
| Sequential | 521 | 38.3 | 483 |
| Clock | 300 | 137 | 163 |
| Combinational | 417 | 98.3 | 319 |
| Total | 1240 | 274 | 965 |
==> kinds of logic (layout without fill, tap and decap cells) <==
logic type,after synthesis,after routing,share of synthesized area (%)
DFF,34,34,46.8
and+or+nand+nor,4,4,2.13
buffers and inverters,8,82,3.51
muxes,66,66,47.0
adders and majority gates,1,1,0.550
==> area by class of cell <==
class                   instances  area share (%)
well taps                      72            3.39
repair buffers                 73            27.1
flip-flops and latches         34            32.0
multi-input cells              71            34.0
clock buffers                   7            3.24
clock inverters                 1           0.188
inverters                       1           0.141
==> cell usage after synthesis <==
| master | count | share of area [%] |
|---|---|---|
| sky130_fd_sc_hd__mux2_2 | 36 | 22 |
| sky130_fd_sc_hd__nand2b_2 | 1 | 0.48 |
| sky130_fd_sc_hd__mux2_4 | 30 | 25 |
| sky130_fd_sc_hd__nand2b_1 | 1 | 0.34 |
| sky130_fd_sc_hd__buf_2 | 3 | 0.83 |
| sky130_fd_sc_hd__dfrtp_1 | 34 | 47 |
| sky130_fd_sc_hd__buf_6 | 4 | 2.5 |
| sky130_fd_sc_hd__maj3_1 | 1 | 0.55 |
| sky130_fd_sc_hd__nand3_4 | 1 | 0.96 |
| sky130_fd_sc_hd__inv_1 | 1 | 0.21 |
| sky130_fd_sc_hd__or2_2 | 1 | 0.34 |
==> registers in the layout, summed over array words and instances, names as in the netlist <==
signal     cells
buf_data      32
buf_last       1
buf_valid      1
Power figures rest on the tool's default switching activity, not on a simulated workload.
